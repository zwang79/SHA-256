==> design.v <==
module H (input  wire         clk,
	      input  wire         reset,
	      input  wire         H_read, 
	      input  wire         H_iterate,
	      input  wire  [31:0] hmem__dut__data,
	      input  wire  [31:0] W_H_data,
	      input  wire  [31:0] kmem__dut__data,
	      output reg   [31:0] dut__dom__data
	      );
parameter [2:0]
          S0 = 3'b000,
          S1 = 3'b001,
          S2 = 3'b010,
          S3 = 3'b011,
          S4 = 3'b100;
reg  [31:0] H [0:7];
reg  [2:0]  counter;
reg  [2:0]  current_state, next_state;
wire [31:0] ch;
wire [31:0] maj;
wire [31:0] sum0;
wire [31:0] sum1;
wire [31:0] a1,e1,T1,T2;
reg  [31:0] kmem__dut__data_r;
reg  [31:0] hmem__dut__data_r;
reg  [31:0] dut__dom__data_r;
always @(posedge clk) begin
    kmem__dut__data_r <= kmem__dut__data;
    hmem__dut__data_r <= hmem__dut__data;
    dut__dom__data <= dut__dom__data_r;
end
always @(posedge clk or posedge reset) begin
  if (reset) current_state <= S0;
  else        current_state <= next_state;
end
always @(*) begin
  case (current_state)
    S0: begin
      case (H_read)
      1'b0: next_state <= S0;
      1'b1: next_state <= S1;
      endcase
    end
    S1: begin
      case (H_read)
      1'b0: next_state <= S2;
      1'b1: next_state <= S1;
      endcase
    end
    S2: begin
      case (H_iterate)
      1'b0: next_state <= S2;
      1'b1: next_state <= S3;
      endcase
    end
    S3: begin
      case (H_iterate)
      1'b0: next_state <= S4;
      1'b1: next_state <= S3;
      endcase
    end
    S4: begin
      case (H_read)
      1'b0: next_state <= S0;
      1'b1: next_state <= S4;
      endcase
    end
  endcase
end
always @(posedge clk) begin  
	if ((current_state == S1) || (current_state == S4)) counter <= counter + 3'b1;
	else counter <= 3'b0;
end
always @(posedge clk) begin  
    case (current_state)
      S0: begin
      	H[0] <= 32'b0;
	H[1] <= 32'b0;
	H[2] <= 32'b0;
	H[3] <= 32'b0;
	H[4] <= 32'b0;
	H[5] <= 32'b0;
	H[6] <= 32'b0;
	H[7] <= 32'b0;
      end
      S1: H[counter] <= hmem__dut__data_r;
      S3: begin
        H[7] <= H[6];
    	H[6] <= H[5];
    	H[5] <= H[4];
    	H[4] <= H[3] + T1;
    	H[3] <= H[2];
    	H[2] <= H[1];
    	H[1] <= H[0];
    	H[0] <= T1 + T2;
      end
      default: begin
        H[0] <= H[0];
	H[1] <= H[1];
	H[2] <= H[2];
	H[3] <= H[3];
	H[4] <= H[4];
	H[5] <= H[5];
	H[6] <= H[6];
	H[7] <= H[7];
      end
    endcase
end
always @(posedge clk) begin  
	if (current_state == S4) dut__dom__data_r <= H[counter] + hmem__dut__data_r;
	else dut__dom__data_r <= 32'b0;	
end
assign sum0 = ({H[0],H[0]}>>2)^({H[0],H[0]}>>13)^({H[0],H[0]}>>22);
assign sum1 = ({H[4],H[4]}>>6)^({H[4],H[4]}>>11)^({H[4],H[4]}>>25);
assign ch = (H[4] & H[5])^(~H[4] & H[6]);
assign maj = (H[0] & H[1])^(H[0] & H[2])^(H[1] & H[2]);
assign T1 = sum1 + ch + H[7] + W_H_data + kmem__dut__data_r;
assign T2 = sum0 + maj;
assign a1 = T1 + T2;
assign e1 = H[3] + T1;
endmodule
==> run.sh <==
#!/bin/bash
# OpenROAD 26Q1-2900-gdf79404cd8, Yosys 0.63+post, stock flow scripts
make -C /OpenROAD-flow-scripts/flow DESIGN_CONFIG=/design/flow/config.mk WORK_HOME=/design/flow/orfs finish
==> config.mk <==
export PLATFORM = sky130hd
export DESIGN_NAME = H
export DESIGN_NICKNAME = H
export VERILOG_FILES = /design/flow/design.v
export SDC_FILE = /design/flow/constraint.sdc
export NUM_CORES = 4
export LEC_CHECK = 1
export CORE_UTILIZATION = 50
==> constraint.sdc <==
current_design H

set clk_period 23.5
set clk_io_pct 0.2

create_clock -name clk0 -period $clk_period [get_ports {clk}]

set non_clock_inputs [all_inputs -no_clocks]
set_input_delay [expr $clk_period * $clk_io_pct] -clock clk0 $non_clock_inputs
set_output_delay [expr $clk_period * $clk_io_pct] -clock clk0 [all_outputs]
==> impl_metrics.json <==
{
  "status": "complete, no violations",
  "place.gp.congestion": 1.04,
  "h-tree-depth": 2,
  "slew_headroom": 0.412,
  "route.detailed.vias_per_inst": 6.08,
  "grt_usage": 0.366,
  "ff_type": "sky130_fd_sc_hd__edfxtp_1",
  "pin_count_of_the_biggest_net_entering_global_routing": 61,
  "clk_transition_reported_paths_ns": 0.06,
  "nFillCells": 4333,
  "detail_route.wirelength_um": 89600,
  "timing.reg2reg.worst_path_depth": 28,
  "detailroute.via_count": 19700,
  "yosys.stat.chipArea_um2": 26200,
  "first_global_vias": 19700,
  "final_min_period_over_clock_period": 0.493,
  "cts_hold_buf": 0,
  "yosys_warnings": 1,
  "r2r_start": "H[4][7]",
  "synth.largest_area_cell": "sky130_fd_sc_hd__edfxtp_1",
  "cts.root.buffer_cell": "sky130_fd_sc_hd__clkbuf_16",
  "cts_post_setup_buffers_inserted": 0,
  "floorplan.core_area_um2": 51500,
  "ys_cells": 2504,
  "crit_path_end_kind": "register",
  "library_cell_with_the_highest_instance_count_after_synthesis": "sky130_fd_sc_hd__inv_1",
  "post_layout_instance_area_um2": 29300,
  "timing.critical_path.to": "H[0][31]",
  "numSynthFlops": 393,
  "floorplan.io_pins": 132,
  "synth_async_sr_flop_share": 0.00763,
  "first_pass_grt_wire_length_um": 131000,
  "half_perimeter_wire_length_after_placement_um": 66100,
  "buffer_ports.inserted": 131,
  "worstReg2RegEnd": "H[0][31]",
  "netlist_area_um2": 26200,
  "area_leaders": "sky130_fd_sc_hd__edfxtp_1 (29%), sky130_fd_sc_hd__dfxtp_1 (10%), sky130_fd_sc_hd__fa_1 (9.6%)",
  "drc": 0,
  "yosys.area.top_type_share": 0.294,
  "worst_pin_slew_ns": 0.882,
  "numCtsBuffers": 46,
  "timing.final.max_slew_violations": 0,
  "syn_avg_cell_area_um2": 10.4,
  "ant_nets": 0,
  "violation_tally_from_detailed_route_iteration_zero": 1537,
  "count_of_endpoints_without_a_timing_constraint": 6,
  "fin_ws_ns": 11.91,
  "rsz_0062_raised_after_global_routing": "no",
  "final_period_minus_worst_setup_slack_ns": 11.59,
  "distinct_lib_cells_used": 77,
  "synthesized_instance_count": 2504,
  "floorplan.die.width_um": 231,
  "arrival_time_reported_for_the_critical_path_endpoint_ns": 11.90,
  "timing.critical_path.required_ns": 23.81,
  "worstSetupPathType": "input pin to register",
  "std_cell_rows": 83,
  "final_layout_size_suffix_gt1_frac": 0.0559,
  "floorplan.die_area_um2": 53200,
  "detail_route.wl_per_cell_um": 27.6,
  "ff2ff_setup_slack_ns": 15.28,
  "clock_latency_ns": 0.61,
  "hold_class": "register to register",
  "dieHeight_um": 231,
  "post_cts.resized_instances": 0,
  "final_hold_viols": 0,
  "initial_utilization": 0.508,
  "placedInstanceArea_um2": 27800,
  "max_cap_viol_count": 0,
  "number_of_register_pins_that_no_clock_reaches": 3,
  "log.warning_count": 25,
  "enable_flop_cells": 256,
  "overflow": 0,
  "ctsLongestPathBuffers": 3,
  "finalSetupViolCount": 0,
  "tns_ns": 0,
  "list_of_most_frequent_post_synthesis_cells": "sky130_fd_sc_hd__inv_1 (262), sky130_fd_sc_hd__edfxtp_1 (256), sky130_fd_sc_hd__a22o_1 (198)",
  "fmaxAchievable_mhz": 86.3,
  "grt_antenna_before_repair": 1,
  "finalClockSkew_ns": 0.0291,
  "clock_tree_from_tritoncts": "yes",
  "firstDrtPassIters": 6,
  "worst-path-max-fanout": 6,
  "pre_cts_ws_ns": 11.49,
  "worstSetupStartpoint": "W_H_data[1]",
  "area_delta_synth_final_pct": 12.1,
  "critPathLaunchType": "input pin"
}
## per-layer routing
layer | vias up | GRT usage | wire, um
met1 | 9325 | 0.541 | 36500
met5 | - | 0.0414 | 273
met2 | 1191 | 0.453 | 34400
li1 | 9036 | - | -
met3 | 125 | 0.253 | 16000
met4 | 6 | 0.0838 | 2450
## worst min-delay path by stage
| stage | slack [ns] | from | end | depth (start not counted) |
|---|---|---|---|---|
| final | 0.32 | dut__dom__data_r[19] | dut__dom__data[19] | 0 |
| after global routing | 0.33 | dut__dom__data_r[13] | dut__dom__data[13] | 0 |
| after CTS | 0.33 | dut__dom__data_r[30] | dut__dom__data[30] | 0 |
## kinds of logic after synthesis
kind of cell / share of synthesized area
buffers and inverters: 0.0692
flip-flops: 0.397
adder cells (fa/ha/maj): 0.164
XOR/XNOR: 0.0787
AND/OR/NAND/NOR: 0.0725
AND-OR/OR-AND: 0.204
latches: 0.00172
multiplexers: 0.0127
## final cells by class
class                   instances  area [um^2]  area share
flip-flops and latches        393        10400       0.356
well taps                     680          851      0.0290
multi-input cells            1650        14000       0.477
repair buffers                168         1590      0.0542
clock inverters                24          170     0.00580
diodes                          2         5.00    0.000171
inverters                     262          983      0.0335
clock buffers                  60         1310      0.0446
## worst max-delay path, stage by stage
cell and delay [ns]:
sky130_fd_sc_hd__clkdlybuf4s50_1 0.45, sky130_fd_sc_hd__inv_1 0.05, sky130_fd_sc_hd__fa_1 0.54, sky130_fd_sc_hd__fa_1 0.42, sky130_fd_sc_hd__fa_1 0.43, sky130_fd_sc_hd__inv_1 0.08
sky130_fd_sc_hd__ha_1 0.16, sky130_fd_sc_hd__inv_1 0.06, sky130_fd_sc_hd__fa_1 0.45, sky130_fd_sc_hd__nor2b_1 0.17, sky130_fd_sc_hd__o31a_1 0.20, sky130_fd_sc_hd__o2111a_1 0.32
sky130_fd_sc_hd__nand2b_1 0.17, sky130_fd_sc_hd__a21o_1 0.12, sky130_fd_sc_hd__a21oi_1 0.07, sky130_fd_sc_hd__xnor2_1 0.52, sky130_fd_sc_hd__fa_1 0.53, sky130_fd_sc_hd__ha_1 0.41
sky130_fd_sc_hd__o21a_1 0.16, sky130_fd_sc_hd__o21a_1 0.14, sky130_fd_sc_hd__nand3_1 0.11, sky130_fd_sc_hd__nor3_1 0.28, sky130_fd_sc_hd__nor2_1 0.13, sky130_fd_sc_hd__or4_1 0.55
sky130_fd_sc_hd__a31oi_1 0.26, sky130_fd_sc_hd__a31oi_1 0.15, sky130_fd_sc_hd__xnor2_1 0.18, sky130_fd_sc_hd__o21ai_1 0.07
## stage by stage
stage	std cells	utilization	hold slack (ns)
5_1_grt	3237	0.569	0.328
3_5_place_dp	3153	0.540	0.312
6_report	3239	0.569	0.325
4_1_cts	3237	0.569	0.325
3_3_place_gp	3153	0.540	0.311
2_1_floorplan	2504	-	0.310
## state kept, by name (all words and copies together), names as in the netlist
name               count
H                    256
dut__dom__data        32
dut__dom__data_r      32
hmem__dut__data_r     32
kmem__dut__data_r     32
counter                3
current_state          3
next_state             3
## cells in the final DEF (no fill, tap or decap), types with 9 or more instances in the layout
cell type	netlist	final
sky130_fd_sc_hd__a22oi_1	130	130
sky130_fd_sc_hd__dfxtp_1	131	131
sky130_fd_sc_hd__nand4_1	35	35
sky130_fd_sc_hd__a22o_1	198	198
sky130_fd_sc_hd__mux2i_1	31	31
sky130_fd_sc_hd__and3_1	18	18
sky130_fd_sc_hd__or3_1	10	10
sky130_fd_sc_hd__xnor2_1	140	140
sky130_fd_sc_hd__nand2b_1	26	25
sky130_fd_sc_hd__nand2_1	102	102
sky130_fd_sc_hd__o21bai_1	9	9
sky130_fd_sc_hd__edfxtp_1	256	256
sky130_fd_sc_hd__a31oi_1	13	13
sky130_fd_sc_hd__clkinv_2	0	9
sky130_fd_sc_hd__clkdlybuf4s50_1	0	131
sky130_fd_sc_hd__a21oi_1	101	101
sky130_fd_sc_hd__a211oi_1	18	18
sky130_fd_sc_hd__xor2_1	90	90
sky130_fd_sc_hd__fa_1	126	126
sky130_fd_sc_hd__o21a_1	18	18
sky130_fd_sc_hd__nor3_1	28	27
sky130_fd_sc_hd__nor2b_1	15	15
sky130_fd_sc_hd__nor2_1	81	77
sky130_fd_sc_hd__maj3_1	21	21
sky130_fd_sc_hd__clkbuf_16	0	49
sky130_fd_sc_hd__nand3_1	21	21
sky130_fd_sc_hd__inv_1	262	262
sky130_fd_sc_hd__a21o_1	58	58
sky130_fd_sc_hd__buf_4	21	37
sky130_fd_sc_hd__ha_1	125	125
sky130_fd_sc_hd__o21ai_0	116	116
