## ./run.sh

```bash
#!/bin/bash
# OpenROAD 26Q1-2900-gdf79404cd8, Yosys 0.63+post, stock flow scripts
make -C /OpenROAD-flow-scripts/flow DESIGN_CONFIG=/design/flow/config.mk WORK_HOME=/design/flow/orfs finish
```

## ./config.mk

```make
export PLATFORM = sky130hd
export DESIGN_NAME = Control
export DESIGN_NICKNAME = Control
export VERILOG_FILES = /design/flow/design.v
export SDC_FILE = /design/flow/constraint.sdc
export NUM_CORES = 4
export LEC_CHECK = 1
export CORE_UTILIZATION = 40
```

## ./design.v

```verilog
module Control #(parameter OUTPUT_LENGTH       = 8,
                 parameter MAX_MESSAGE_LENGTH  = 55,
                 parameter NUMBER_OF_Ks        = 64,
                 parameter NUMBER_OF_Hs        = 8 )
               (input  wire        clk,
                input  wire        reset,
                input  wire        xxx__dut__go,
                input  wire [ $clog2(MAX_MESSAGE_LENGTH):0]     xxx__dut__msg_length,         
                output reg  [ $clog2(MAX_MESSAGE_LENGTH)-1:0]   dut__msg__address, 
                output reg                                      dut__msg__enable,
                output reg                                      dut__msg__write,
                output reg  [ $clog2(MAX_MESSAGE_LENGTH):0]     xxx__dut__msg_length_r, 
                output reg  [ $clog2(NUMBER_OF_Ks)-1:0]         dut__kmem__address,
                output reg                                      dut__kmem__enable,
                output reg                                      dut__kmem__write,
                output reg  [ $clog2(NUMBER_OF_Hs)-1:0]         dut__hmem__address,
                output reg                                      dut__hmem__enable,
                output reg                                      dut__hmem__write,
                output reg  [ $clog2(OUTPUT_LENGTH)-1:0]        dut__dom__address,
                output reg                                      dut__dom__enable,
                output reg                                      dut__dom__write,
                output reg                                      dut__xxx__finish,
                output reg                                      W_start,
                output reg                                      H_read,
                output reg                                      H_iterate
                );
parameter [1:0] 
          S0 = 3'b01, 
          S1 = 3'b10;
reg [7:0] counter;
reg [1:0] current_state, next_state;
reg xxx__dut__go_r;
reg [ $clog2(MAX_MESSAGE_LENGTH)-1:0]   dut__msg__address_r;
reg                                     dut__msg__enable_w;
reg [ $clog2(NUMBER_OF_Ks)-1:0]        dut__kmem__address_r;
reg                                    dut__kmem__enable_w;
reg [ $clog2(NUMBER_OF_Hs)-1:0]         dut__hmem__address_r;
reg                                    dut__hmem__enable_w;
reg [ $clog2(OUTPUT_LENGTH)-1:0]        dut__dom__address_r;
reg                                     dut__dom__enable_w;
reg                                     dut__dom__write_w;
reg                                     dut__xxx__finish_w;
always @(posedge clk) begin
    xxx__dut__go_r <= xxx__dut__go;
    xxx__dut__msg_length_r <= xxx__dut__msg_length;
    dut__msg__address <= dut__msg__address_r;
    dut__kmem__address <= dut__kmem__address_r;
    dut__hmem__address <= dut__hmem__address_r;
    dut__dom__address <= dut__dom__address_r;
    dut__msg__enable <= dut__msg__enable_w;
    dut__kmem__enable <= dut__kmem__enable_w;
    dut__hmem__enable <= dut__hmem__enable_w;
    dut__dom__enable <= dut__dom__enable_w;
    dut__msg__write <= 0;
    dut__kmem__write <= 0;
    dut__hmem__write <= 0;
    dut__dom__write <= dut__dom__write_w;
    dut__xxx__finish <= dut__xxx__finish_w;
end
always @(posedge clk or posedge reset) begin
	if (reset) current_state <= S0;
	else current_state <= next_state;
end
always @(*) begin
 case (current_state)
 S0: begin
     next_state <= xxx__dut__go_r ? S1 : S0;
     end
 S1: begin
     if (counter < xxx__dut__msg_length_r + 8'd85) next_state <= S1;
     else next_state <= S0;
     end
endcase
end
always @(*) begin
	case (current_state)
	  S0: begin
	  	dut__msg__enable_w   = 0;
	  	dut__kmem__enable_w  = 0;
	  	dut__hmem__enable_w  = 0;
	  	dut__dom__enable_w   = 0;
	  	dut__dom__write_w    = 0;
	  	dut__xxx__finish_w   = 0;
	  	W_start   = 0;
	  	H_read    = 0;
	  	H_iterate = 0;
	  end
	  S1: begin
    	        dut__msg__enable_w   = ((current_state == S1) && (counter <= xxx__dut__msg_length_r - 1)) ? 1 : 0;
    	        dut__hmem__enable_w  = (((counter >= 8'd1) && (counter <= 8'd8)) || ((counter >= xxx__dut__msg_length_r + 8'd73) && (counter <= xxx__dut__msg_length_r + 8'd80)))? 1 : 0;
                dut__kmem__enable_w  = ((counter >= xxx__dut__msg_length_r + 8'd9) && (counter <= xxx__dut__msg_length_r + 8'd72)) ? 1 : 0;
                dut__dom__enable_w   = ((counter >= xxx__dut__msg_length_r + 8'd76)) && ((counter <= xxx__dut__msg_length_r + 8'd83)) ? 1 : 0;
                dut__dom__write_w    = ((counter >= xxx__dut__msg_length_r + 8'd76)) && ((counter <= xxx__dut__msg_length_r + 8'd83)) ? 1 : 0;
    	        W_start            = ((counter >= xxx__dut__msg_length_r + 8'd8) && (counter <= xxx__dut__msg_length_r + 8'd72)) ? 1 : 0;
        	H_read             = (((counter>=2) && (counter <= 9)) || ((counter >= xxx__dut__msg_length_r + 8'd74) && (counter <= xxx__dut__msg_length_r + 8'd81))) ? 1 : 0;
                H_iterate          = ((counter >= xxx__dut__msg_length_r + 8'd10) && (counter <= xxx__dut__msg_length_r + 8'd73)) ? 1 : 0;
                dut__xxx__finish_w   = (counter == xxx__dut__msg_length_r + 8'd84) ? 1 : 0;
	  end
          default: begin
	  	dut__msg__enable_w   = 0;
	  	dut__kmem__enable_w  = 0;
	  	dut__hmem__enable_w  = 0;
	  	dut__dom__enable_w   = 0;
	  	dut__dom__write_w    = 0;
	  	dut__xxx__finish_w   = 0;
	  	W_start   = 0;
	  	H_read    = 0;
	  	H_iterate = 0;
	  end
        endcase
end
always @(posedge clk) begin
	if (current_state == S1) counter <= counter + 8'd1;
	else counter <= 0;
end
always @(posedge clk) begin
	if (dut__msg__enable_w)  dut__msg__address_r  <= dut__msg__address_r  + 1;
	else dut__msg__address_r <= 0; 
end
always @(posedge clk) begin
    if (dut__hmem__enable_w) dut__hmem__address_r <= dut__hmem__address_r + 1;
	else dut__hmem__address_r <= 0;
end
always @(posedge clk) begin
    if (dut__kmem__enable_w) dut__kmem__address_r <= dut__kmem__address_r + 1;
	else dut__kmem__address_r <= 0;
end
always @(posedge clk) begin
    if (dut__dom__enable_w) dut__dom__address_r <= dut__dom__address_r + 1;
	else dut__dom__address_r <= 0;
end
endmodule
```

## ./constraint.sdc

```tcl
current_design Control

set clk_period 3.4
set clk_io_pct 0.2

create_clock -name clk0 -period $clk_period [get_ports {clk}]

set non_clock_inputs [all_inputs -no_clocks]
set_input_delay [expr $clk_period * $clk_io_pct] -clock clk0 $non_clock_inputs
set_output_delay [expr $clk_period * $clk_io_pct] -clock clk0 [all_outputs]
```

==> reports/metrics.cfg <==
[run_status]
status = finished, final reports clean

[logic_synthesis]
synth.logic.top_family = adder cells
top_area_frac = 0.263
synth.distinct_cells = 57
compound_area_frac = 0.156
yosys-top-cells-area = ha_1 26%, dfxtp_1 26%, xnor2_1 7.6%, a21oi_1 4.7%, xor2_1 3.4%
yosys_cells = 489
synth-edff-count = 0
synth_chip_area_mm2 = 0.00438
ys_warn_count = 1
postSynth.asyncResetShare = 0.0328
mux_share = 0.00229
synthXorXnorAreaFrac = 0.110
adder_share = 0.263
syn-cell-area_mm2 = 0.00438
ff_type = dfxtp_1
synthCells = 489
synth_flops = 61
largest_area_cell = ha_1
simple_gate_area_frac = 0.136
avgSynthCellArea_um2 = 8.95

[final_layout]
syn_to_final_growth_pct = 30.0
post_layout_nonfiller_instances = 723
layout-drive-gt1-share = 0.201
post-route-util = 0.544

[setup_path]
cp-start-kind = register
critPathSlowestCell = dfxtp_4
path_cells = buf_12, ha_4, a21o_1, xnor2_2, ha_1, buf_4, a21o_1, a21oi_2, o21ai_2, a211o_1, o311a_1, clkbuf_2
slowest_delay_ns = 0.38
path_common_cell = a21o_1
reg2reg_to = dut__kmem__address_r[4]
crit_type = register to primary output
critPathRequiredTime_ns = 2.72
path_depth = 12
path_delay_family = AND-OR/OR-AND gates
startpoint = xxx__dut__msg_length_r[4]
arrival_ns = 2.65
crit_path_end_kind = primary output
ff2ff_path_depth = 8
r2r_slack_ns = 0.72
critPathBufInv = 3
worstSetupEndpoint = H_read
reg2reg_from = xxx__dut__msg_length_r[1]
path_max_fanout = 5

[clock_tree]
htree_levels = 3
clock_latency_ns = 0.34
cts_tree = done
root_buffer = clkbuf_8
cts.clk_slew.worst_paths_ns = 0.07
hold_buffers = 0
cts_buffer_depth = 2
cts_inserted_buffers = 9

[place]
routabilityCongestion = 0.949
io_buffers = 43
dp.cells = 694
dp_hpwl_um = 8700

[detailed_routing]
n_antenna_cell = 0
via_per_inst = 5.04
wire_per_inst_um = 15.3
drtAntennaViolNets = 0
drt_wl_total_um = 11000
drc = 0
vias = 3645
dr.pass1.iters = 4
drt-initial-drc-count = 174

[final_timing]
worst_pin_slew_ns = 0.597
final_hold_viol_count = 0
setup_tns_ns = 0
setup_viol = 0
untimed_endpoints = 4
unclocked_pins = 2
finalCritPeriodShare = 0.980
max_freq_mhz = 300
clock_skew_ns = 0.00819
period_needed_ns = 3.33
slew_violations = 0
grt_setup_unrepaired = yes
slew_headroom = 0.602

[global_routing]
grt.overflow.total = 0
antenna_found_initial = 0
grt_pass1_wl_um = 18500
track_usage = 0.214
grt_start_max_net_pins = 13
grt_pass1_vias = 3607

[die]
num_rows = 37
die_y_um = 107
die-width_um = 107
die_area_mm2 = 0.0114
core_area_mm2 = 0.0105
fp_util = 0.418
io_pins = 47

[power]
power_density_mw_per_mm2 = 550
finalPower_mw = 3.13
ir_drop_mv = 0.347
p_leak_nw = 2.63

[hold_path]
hold_class = register to register

[flow_run]
warnings = 50
drv_cap = 0

[cells in the mapped netlist, types with 4 or more instances]
library cell  instances
a21o_1                5
nand3_1              14
nand2_1              26
o21a_1                4
a211o_1               4
clkbuf_1             11
nor2_1               36
o211ai_1              5
o21bai_1              4
nor3_1                4
nand2b_1              5
inv_2                 7
xnor2_1              38
nand4_1               7
a31oi_1               4
and2_1                4
buf_4                 4
dfxtp_1              57
a21oi_1              41
o21ai_1               7
and4_1                4
inv_1                30
ha_1                 92
xor2_1               17
nor2b_1               6
o21ai_0              10
[logic make-up after synthesis]
| kind of cell | Yosys count |
|---|---|
| latches | 2 |
| muxes | 1 |
| adders and majority gates | 92 |
| other | 1 |
| and+or+nand+nor | 120 |
| AOI/OAI and AO/OA | 104 |
| xor gates and xnor gates | 55 |
| buffers and inverters | 55 |
| DFF | 59 |
[where the power goes]
part | internal (mW) | switching, mW
sequential | 0.842 | 0.143
combinational | 0.760 | 0.745
clock | 0.343 | 0.294
total | 1.95 | 1.18
[cell type report]
class	count	area [um^2]
multi-input cells	375	3080
well taps	136	170
repair buffers	98	856
clock inverters	7	77.6
fillers	940	4770
inverters	37	141
clock buffers	9	124
flip-flops and latches	61	1240
[flip-flops by register name, indices dropped and copies added, names as in the netlist, 2 cells and up]
| signal | count |
|---|---|
| counter | 8 |
| xxx__dut__msg_length_r | 7 |
| dut__kmem__address | 6 |
| dut__kmem__address_r | 6 |
| dut__msg__address | 6 |
| dut__msg__address_r | 6 |
| dut__dom__address | 3 |
| dut__dom__address_r | 3 |
| dut__hmem__address | 3 |
| dut__hmem__address_r | 3 |
| current_state | 2 |
| next_state | 2 |
[per-stage QoR]
stage	instance area (um^2)	worst slack [ns]	hold WS (ns)
floorplan	4380	0.212	0.334
global placement	5210	0.00695	0.343
detailed placement	5210	-0.0232	0.344
CTS	5600	-0.159	0.362
global route	5690	-0.0813	0.370
finish	5690	0.0666	0.364
[what timing repair did]
action                                  CTS  global route
gates resized                            43            13
pin swaps                                 9            10
endpoints found under the setup margin    3             3
endpoints found under the hold margin     0             0
buffers inserted                          5             8
[layout by cell type, fill, tap and decap left out, types with 3 or more instances in the layout]
master           synthesis  routed
clkinv_4                 0       3
nor2_1                  36      36
inv_1                   30      29
nand2_1                 26      26
xnor2_1                 38      37
xor2_1                  17      17
conb_1                   1       3
and4_1                   4       4
o21a_1                   4       4
a21oi_1                 41      38
buf_6                    0       4
dfxtp_4                  0       4
clkbuf_2                 0       3
clkdlybuf4s50_1          0      40
inv_2                    7       7
a21o_1                   5       5
ha_4                     0       6
nand4_1                  7       7
dfxtp_1                 57      51
o21ai_0                 10       8
nor3_1                   4       4
a21oi_2                  0       3
and3_1                   3       3
ha_2                     0       6
clkbuf_8                 0       9
buf_4                    4      50
and2_1                   4       4
a31oi_1                  4       3
o211ai_1                 5       5
a21boi_1                 3       3
ha_1                    92      80
nor2b_1                  6       6
a211o_1                  4       4
nand3_1                 14      14
nand2b_1                 5       5
o21bai_1                 4       4
o21ai_1                  7       8
[routing by layer]
layer / up-vias / GRT usage / routed length, um / part of all wire
met4: 0 / 0.0352 / 206 / 0.019
met2: 64 / 0.343 / 5040 / 0.46
met3: 15 / 0.0254 / 438 / 0.040
li1: 1888 / - / - / -
met5: - / 0 / 0 / 0
met1: 1678 / 0.321 / 5350 / 0.48
[worst min-delay path by stage]
| stage | from | cells past startpoint | to | slack [ns] |
|---|---|---|---|---|
| CTS | dut__dom__address_r[1] | 0 | dut__dom__address[1] | 0.36 |
| global route | dut__hmem__address_r[1] | 0 | dut__hmem__address[1] | 0.37 |
| finish | dut__dom__address_r[1] | 0 | dut__dom__address[1] | 0.36 |
Power is estimated from default activity; no workload was simulated.
