$ cat flow/config.mk
export PLATFORM = sky130hd
export DESIGN_NAME = M
export DESIGN_NICKNAME = M
export VERILOG_FILES = /design/flow/design.v
export SDC_FILE = /design/flow/constraint.sdc
export NUM_CORES = 4
export LEC_CHECK = 1
export CORE_UTILIZATION = 30
$ cat flow/constraint.sdc
current_design M

set clk_period 8.6
set clk_io_pct 0.2

create_clock -name clk0 -period $clk_period [get_ports {clk}]

set non_clock_inputs [all_inputs -no_clocks]
set_input_delay [expr $clk_period * $clk_io_pct] -clock clk0 $non_clock_inputs
set_output_delay [expr $clk_period * $clk_io_pct] -clock clk0 [all_outputs]
$ cat flow/design.v
module M #(parameter MAX_MESSAGE_LENGTH  = 55 )
           (input  wire                                  clk,
            input  wire                                  reset, 
            input  wire  [ $clog2(MAX_MESSAGE_LENGTH):0] xxx__dut__msg_length_r,
            input  wire  [7:0]                           msg__dut__data ,
            input  wire                                  dut__msg__enable,
            input  wire                                  dut__xxx__finish,
            output reg   [511:0]                         M
            );
reg [5:0] counter;
reg [7:0] msg__dut__data_r;
reg       dut__msg__enable_r;
always @(posedge clk) begin
  msg__dut__data_r <= msg__dut__data;
  dut__msg__enable_r <= dut__msg__enable;
end
always @(posedge clk or posedge reset) begin
	if (reset) counter <= 6'b000000;
	else if (!dut__msg__enable_r || counter==(xxx__dut__msg_length_r-1)) counter <= 6'b000000;
	else counter <= counter + 6'b000001;
end
always @(posedge clk or posedge reset) begin
    if (reset) M <= 512'b0;
    else if (dut__xxx__finish) M <= 512'b0;
    else if (dut__msg__enable_r) begin
      M [511-8*counter-:8] <= msg__dut__data_r;
      M [511-8*xxx__dut__msg_length_r] <= 1'b1;
      M [$clog2(MAX_MESSAGE_LENGTH)+3:3] <= {xxx__dut__msg_length_r};
    end
end
endmodule
$ cat flow/run.sh
#!/bin/bash
# OpenROAD 26Q1-2900-gdf79404cd8, Yosys 0.63+post, stock flow scripts
make -C /OpenROAD-flow-scripts/flow DESIGN_CONFIG=/design/flow/config.mk WORK_HOME=/design/flow/orfs finish
==> GITHUB_STEP_SUMMARY <==
### Metrics collected by this job

| Metric | Value |
|---|---|
| Flop pwr share | between 40 and 50% |
| Post-synth top area share | between 50% and 60% |
| Maximum buffer depth of the clock tree | 3 |
| Max-cap violations | 0 |
| Pwr dens | ~180 nW/µm² |
| Crit path max-delay family | AND-OR/OR-AND gates |
| Slowest cell on the critical path | dfrtp_1 |
| HPWL Detailed | 61700 µm |
| Die Wd | approximately 280 µm |
| Post-CTS sizing | 0 |
| CTS buffer count | 59 |
| Total number of vias | between 15000 and 20000 |
| Yosys Warn Count | 1 |
| Post-synth ARST share | between 90% and 100% |
| Critical path launch point type | flop |
| Antenna violations before repair | 0 |
| Gate power share | about 6.3% |
| DRC viols | 0 |
| Psw | about 1.3 mW |
| Cells after Synth | 2167 |
| Clk sinks | 527 |
| Fp util | 30.4% |
| Cell Int Power | 4.26 mW |
| CP cell instances | ha_1, buf_4, xor2_4, nand2_2, a2111oi_4, nand3_2, a221oi_1 |
| Commonest Layout Cell | clkdlybuf4s50_1 |
| Initial DRC count | approximately 1600 |
| Worst-path fanout max | 14 |
| Max Clock Skew | 0.0237 ns |
| Unrepaired setup endpoints after global routing | no |
| Vias in the first global route | 18600 |
| Critical Path Max Stage Delay | about 0.81 ns |
| Yosys stat cell total | ~2200 |
| Max VDD drop | ~140 µV |
| Drt wl/cell | 23.8 µm |
| Drt first pass iters | 8 |
| Min-delay worst type | flop to flop |
| Share of layout cells above drive strength 1 | 9.18% |
| First-pass GRT wire length | 129000 µm |
| Final ANT Viol Nets | 0 |
| CTS tree | done |
| Final worst path period share | 45.9% |
| IO Port Bufs | between 500 and 600 |
| GPL Wtd Cong | 0.965 |
| Final Power | around 5.6 mW |
| Clock network fraction of design power | between 40% and 50% |
| Total grt overflow | 0 |
| Critical path endpoint category | flop |
| Leak | about 14 nW |
| Peak Freq | between 0.2 and 0.3 GHz |
| Minimum clock period | 3.95 ns |
| Setup Crit Path Kind | flop to flop |
| Clk Latency, worst-skew pair | ~0.63 ns |
| Largest cells by area | dfrtp_1, mux2i_1, nand3_1, o21ai_0, nand2_1 |
| Final setup TNS | 0 ns |
| Final hold violation count | 0 |
| Buf+Inv Stages, Crit Path | 1 |
| # hold bufs at CTS | 0 |
| Slew Viols, Final | 0 |
| Cell Type Count | around 88 |
| Yosys chip area | between 20000 and 25000 µm² |
| Flops after synth | ~530 |
| Least-Margin Pin Slew | between 0.9 and 1 ns |
| WP data arrival | roughly 4.5 ns |
| Avg Cell Area, Syn | approximately 11 µm² |
| Clock transition at path regs | ~0.070 ns |
| Die height | about 280 µm |
| Worst Path Required | between 9 and 10 ns |
| Root buf cell | clkbuf_16 |
| Tool warnings | 32 |
| Run status | completed |
| Most frequent cells in the layout | clkdlybuf4s50_1, dfrtp_1, mux2i_1, nand3_1, nand2_1 |
| Largest net degree at the start of global routing | 163 |
| Antenna Cells | 0 |
| Vias per inst | 5.20 |
| Area leader, netlist | dfrtp_1 |
| Core Rows | 101 |
| Sw Share | between 20 and 25% |
| Setup bufs post-CTS | 0 |
| Synth Seq Share | between 50% and 60% |
| Global-route usage over all layers | about 23% |
| Core area | roughly 76000 µm² |
| Io pins | roughly 530 |
| Routed WL | 88200 µm |
| Main flop type | dfrtp_1 |
| Mapped Area | between 20000 and 25000 µm² |
| Max transition margin | a little over a third |
| Final Setup Violations | 0 |
| Die Area | slightly below 80000 µm² |
| Depth of the CTS H-tree | 2 |
| Area growth syn-to-layout | 36.8% |
| Post-synth EDFFs | 0 |
## synthesized netlist by cell type (all sizes together) (3+ instances only)
cell type,number
or3,10
nor3,30
nand2,223
nor2,149
o31ai,3
nand3,228
a311oi,9
nand2b,19
a21o,4
a211oi,28
o211ai,3
nor2b,6
clkbuf,135
and2,14
or2,6
xor2,5
and3,4
ha,3
xnor2,6
dfrtp,518
a21oi,90
a221oi,27
nand4,22
a21boi,9
a31o,5
mux2i,269
a31oi,8
and4,6
o2111ai,6
nor4,15
nand3b,4
and3b,3
mux2,3
inv,11
a41o,3
o21ai,174
dfxtp,9
buf,59
a2111oi,16
## stage by stage
step | hold WS (ns) | instances | area, µm² | worst slack [ns] | utilization (%)
finish | 0.500 | 3711 | 31600 | 4.65 | 41.6
global route | 0.533 | 3711 | 31600 | 4.47 | 41.6
CTS | 0.506 | 3711 | 31600 | 4.71 | 41.6
detailed placement | 0.489 | 3601 | 29500 | 4.11 | 38.8
global placement | 0.483 | 3601 | 29500 | 4.25 | 38.8
floorplan | 0.443 | 2167 | 23100 | -0.156 | -
## worst register-to-register path: cells and delay by family (launching register included)
kind,cells,cell delay (ns)
buf+inv,1,0.30
flops,1,0.81
xor+xnor,1,0.44
simple gates,2,0.75
compound gates,2,1.08
fa+ha+maj,1,0.47
## worst paths after layout
kind | cells after the start | slack [ns] | from | to
worst max-delay path | 7 | 4.65 | counter[1] | M[231]
worst min-delay path | 2 | 0.50 | M[286] | M[286]
worst max register to register | 7 | 4.65 | counter[1] | M[231]
worst min register to register | 2 | 0.50 | M[286] | M[286]
max in group asynchronous | 4 | 5.13 | reset | M[173]
min in group asynchronous | 2 | 1.63 | reset | M[340]
## state kept, by name, indices dropped and copies added, names as in the netlist
name                flops
M                     512
counter                 6
dut__msg__enable_r      1
msg__dut__data_r        8
## layout make-up
| class | instances | area [µm²] |
|---|---|---|
| Timing Repair Buffer | 598 | 5850 |
| Inverter | 12 | 56.3 |
| Multi-Input combinational cell | 1434 | 9170 |
| Clock buffer | 75 | 1670 |
| Sequential cell | 527 | 13100 |
| Clock inverter | 35 | 465 |
| Tap cell | 1030 | 1290 |
| Fill cell | 7072 | 44400 |
## routing by layer
layer,up-vias,share of wire [%],track usage [%]
met5,-,0,0
met4,0,3.2,6.19
met3,140,8.7,6.50
met2,808,46,34.4
met1,9678,42,33.6
li1,8676,-,-
## power by group through the flow
stage	combinational, mW	clock, mW	sequential [mW]
4_1_cts	0.352	2.80	2.51
5_1_grt	0.379	2.90	2.51
6_report	0.351	2.74	2.51
## cells by family after synthesis
| kind of cell | share of synthesized area (%) |
|---|---|
| adders and majority gates | 0.162 |
| DFF | 56.8 |
| and+or+nand+nor | 16.0 |
| xor gates and xnor gates | 0.498 |
| AOI/OAI and AO/OA | 11.0 |
| muxes | 11.8 |
| buffers and inverters | 3.67 |
Power and IR drop assume default switching activity.
